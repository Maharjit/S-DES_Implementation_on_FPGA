==> flow/design.v <==
module S_DES (
    input wire [7:0] plaintext,   
    input wire [9:0] key,         
    input wire encrypt,           
    output wire [7:0] ciphertext  
);
    wire [7:0] initial_permuted;
    wire [7:0] final_permuted;
    wire [7:0] round1_output, round2_output;
    wire [7:0] swapped;
    wire [9:0] key_10;
    wire [7:0] key1, key2;
    key_generation key_gen (.key(key), .subkey1(key1), .subkey2(key2));
  permutation ip (.input_data(plaintext), .permuted_data(initial_permuted), .type_1(0));
    feistel_round round1 (.input_data(initial_permuted), .key(encrypt ? key1 : key2), .output_data(round1_output));
    assign swapped = {round1_output[3:0], round1_output[7:4]};
    feistel_round round2 (.input_data(swapped), .key(encrypt ? key2 : key1), .output_data(round2_output));
  permutation fp (.input_data(round2_output), .permuted_data(final_permuted), .type_1(1));
    assign ciphertext = final_permuted;
endmodule
module top_module (
    input wire clk,                  
    input wire [15:0] sw,            
    input wire btnC,                 
    input wire btnD,                 
    output reg [7:0] led             
);
    wire [7:0] plaintext = sw[7:0];      
    wire [9:0] key = {sw[15:8], 2'b11};  
    wire [7:0] ciphertext;               
    S_DES sdes (
        .plaintext(plaintext),
        .key(key),
        .encrypt(btnC),    
        .ciphertext(ciphertext)
    );
    always @(posedge clk) begin
      if (btnC | btnD) begin
            led <= ciphertext;  
        end else begin
            led <= 8'b00000000;  
        end
    end
endmodule
module feistel_round (
    input wire [7:0] input_data,
    input wire [7:0] key,
    output wire [7:0] output_data
);
    wire [3:0] left, right, sbox_output, function_output;
    wire [7:0] expanded_right;
    assign left = input_data[7:4];
    assign right = input_data[3:0];
    assign expanded_right = {right[0], right[3], right[2], right[1], right[2], right[1], right[0], right[3]};
    wire [7:0] xor_result = expanded_right ^ key;
    sbox sbox_module (.input_data(xor_result), .output_data(sbox_output));
    assign function_output = {sbox_output[2], sbox_output[0], sbox_output[1], sbox_output[3]};
    assign output_data = {(left ^ function_output),right};
endmodule
module key_generation (
    input wire [9:0] key,
    output wire [7:0] subkey1,
    output wire [7:0] subkey2
);
    wire [9:0] permuted_key;
    wire [4:0] left, right;
    wire [4:0] left_shift1, right_shift1;
    wire [4:0] left_shift2, right_shift2;
    assign permuted_key = {key[7], key[5], key[8], key[3], key[6], key[0], key[9], key[1], key[2], key[4]};
    assign left = permuted_key[9:5];
    assign right = permuted_key[4:0];
    assign left_shift1 = {left[3:0], left[4]};
    assign right_shift1 = {right[3:0], right[4]};
    assign subkey1 = {right_shift1[4], left_shift1[2], right_shift1[3], left_shift1[1], right_shift1[2], left_shift1[0], right_shift1[0], right_shift1[1]};
    assign left_shift2 = {left_shift1[2:0], left_shift1[4:3]};
    assign right_shift2 = {right_shift1[2:0], right_shift1[4:3]};
    assign subkey2 ={right_shift2[4], left_shift2[2], right_shift2[3], left_shift2[1], right_shift2[2], left_shift2[0], right_shift2[0], right_shift2[1]};
endmodule
module permutation(
    input wire [7:0] input_data,
    output wire [7:0] permuted_data,
    input type_1   
);
  assign permuted_data = (type_1==0) ? {input_data[6], input_data[2], input_data[5], input_data[7], input_data[4], input_data[0], input_data[3], input_data[1]} :
                                   {input_data[4], input_data[7], input_data[5], input_data[3], input_data[1], input_data[6], input_data[0], input_data[2]};
endmodule
module sbox(
    input wire [7:0] input_data,
    output reg [3:0] output_data
);
    wire [1:0] row_s0, col_s0, row_s1, col_s1;
    reg [1:0] s0_out, s1_out;
    assign row_s0 = {input_data[7], input_data[4]};
    assign col_s0 = {input_data[6], input_data[5]};
    assign row_s1 = {input_data[3], input_data[0]};
    assign col_s1 = {input_data[2], input_data[1]};
    always @(*) begin
          case ({row_s0, col_s0})
              4'b0000: s0_out = 2'b01; 4'b0001: s0_out = 2'b00; 4'b0010: s0_out = 2'b11; 4'b0011: s0_out = 2'b10;
              4'b0100: s0_out = 2'b11; 4'b0101: s0_out = 2'b10; 4'b0110: s0_out = 2'b01; 4'b0111: s0_out = 2'b00;
              4'b1000: s0_out = 2'b00; 4'b1001: s0_out = 2'b10; 4'b1010: s0_out = 2'b01; 4'b1011: s0_out = 2'b11;
              4'b1100: s0_out = 2'b11; 4'b1101: s0_out = 2'b01; 4'b1110: s0_out = 2'b11; 4'b1111: s0_out = 2'b10;
              default: s0_out = 2'b00;
          endcase
          case ({row_s1, col_s1})
              4'b0000: s1_out = 2'b00; 4'b0001: s1_out = 2'b01; 4'b0010: s1_out = 2'b10; 4'b0011: s1_out = 2'b11;
              4'b0100: s1_out = 2'b10; 4'b0101: s1_out = 2'b00; 4'b0110: s1_out = 2'b01; 4'b0111: s1_out = 2'b11;
              4'b1000: s1_out = 2'b11; 4'b1001: s1_out = 2'b00; 4'b1010: s1_out = 2'b01; 4'b1011: s1_out = 2'b00;
              4'b1100: s1_out = 2'b10; 4'b1101: s1_out = 2'b01; 4'b1110: s1_out = 2'b00; 4'b1111: s1_out = 2'b11;
              default: s1_out = 2'b00;
          endcase
    end
    assign output_data = {s0_out, s1_out};
endmodule
==> flow/run.sh <==
#!/bin/bash
# OpenROAD 26Q1-2900-gdf79404cd8, Yosys 0.63+post, stock flow scripts
make -C /OpenROAD-flow-scripts/flow DESIGN_CONFIG=/design/flow/config.mk WORK_HOME=/design/flow/orfs finish
==> flow/config.mk <==
export PLATFORM = sky130hd
export DESIGN_NAME = top_module
export DESIGN_NICKNAME = top_module
export VERILOG_FILES = /design/flow/design.v
export SDC_FILE = /design/flow/constraint.sdc
export NUM_CORES = 4
export LEC_CHECK = 1
export CORE_AREA = 10 10 82 82
export DIE_AREA = 0 0 92 92
==> flow/constraint.sdc <==
current_design top_module

set clk_period 4.2
set clk_io_pct 0.2

create_clock -name clk0 -period $clk_period [get_ports {clk}]

set non_clock_inputs [all_inputs -no_clocks]
set_input_delay [expr $clk_period * $clk_io_pct] -clock clk0 $non_clock_inputs
set_output_delay [expr $clk_period * $clk_io_pct] -clock clk0 [all_outputs]
==> out/summary.txt <==
hold wc startpoint = btnD
Final Hold Viols = 0
Fin Setup TNS = 0 ns
Finish-stage setup viols = 0
postcts setup bufs = 0
CTS tree = done
Worst Hold Class = in2reg
cell count in the Yosys report = 104
Syn. warnings = 5
biggest regs = led x8
dpl cells = 198
fill count = 572
Clock Root Buffer = clkbuf_8
sequential share of power = 0.229
CTS Hold Bufs = 0
Top cells excl fill/tap = clkdlybuf4s50_1 (26), xnor2_1 (20), nor2_1 (13)
max-cap violations = 0
crit path DRT = 4.28 ns
antenna cells = 0
Yosys Chip Area = 937 sq um
antenna viol nets, final = 0
flops & latches, synth = 8
area grow syn2layout = 40.6%
first-pass GRT wire length = 3630 um
Log Warnings = 25
LEAKAGE = 0.496 nW
Seq/Total Area, Yosys = 0.171
Gate power share = 0.588
status = complete, no violations
Final Max Slew Viols = 0
total die size = 8460 sq um
hpwl dp = 1960 um
CP Class = in2reg
DR iter-0 viols = 22
post-synth cell types = 33
switching power = 154 uW
vias in the first global route = 750
Mux area share = 0.195
Place WS = 0.307 ns
clock power share = 0.184
post-CTS sizing = 0
Tmin final = 3.65 ns
Mapped Area = 937 sq um
fmax = 274 MHz
pwr/cell area = 364 nW/um^2
Pre-Repair DR Iteration Count = 4
Largest register FFs = 8
CP endpoint kind = flip-flop
global placer's final weighted congestion = 0.791
main logic family after synthesis = XOR/XNOR gates
Final Cycle Share = 0.870
Final Total Pwr = 480 uW
Init Core Util = 0.185
Rows = 26
hold path cells = 3
initial antenna violation count = 0
Die Span Y = 92 um
grt total ovfl = 0
yosys simple share = 0.121
P_int = 326 uW
total CTS buffers = 3
Crit Path Max Fanout = 10
Synth Area in Adders = 0.0267
Cell Count, Final, Fillers Out = 201
IR drop worst, VDD = 0.000131 V
worst setup margin = 0.547 ns
RSZ-0062 raised after global routing = false
CTS Sinks = 8
H-tree Lvls = 1
Die Span X = 92 um
XORs/XNORs by Area = 0.342
residual DRC count = 0
GRT Util Overall = 0.0509
sw frac = 0.321
worst-margin pin slew = 0.554 ns
Hold WS = 1.38 ns
Avg Synthesized Cell Area = 9.01 sq um
dominant logic cell type in the layout = clkdlybuf4s50_1
pin count of the biggest net entering global routing = 11
AND-OR/OR-AND Cells, Area Fraction = 0.111
critical path data arrival time = 3.74 ns
num ports = 27
fraction of layout cells with a size suffix above 1 = 0.107
Max Root-Sink Buffers = 2
port buffer count = 26
via count = 756
Top reg by flops = led
max_slew headroom = 0.629
Hold Path End = led[3]$_SDFF_PN0_
WL/cell = 11.0 um
Routed WL = 2210 um
Core ar. = 5070 sq um
clock-pin transition on the worst setup and hold timing paths = 0.04 ns
Gate Count Post-Synth = 104
vias per cell = 3.76
nature of the critical path startpoint = primary input
[power by group through the flow]
stage	combinational, mW	clock, mW	sequential (mW)
after CTS	0.286	0.0895	0.110
final	0.282	0.0881	0.110
after global routing	0.316	0.0961	0.112
[synth_stat cells (all sizes together)]
library cell | instances | area, sq um
buf | 2 | 16.3
o32ai | 1 | 8.76
o22ai | 2 | 18.8
nand3 | 2 | 10.0
nor2b | 3 | 18.8
xnor2 | 22 | 208
a31o | 1 | 8.76
and2 | 1 | 6.26
a21oi | 4 | 20.0
o21ai | 4 | 20.0
o22a | 1 | 8.76
nor2 | 13 | 48.8
clkbuf | 2 | 7.51
nand2b | 1 | 6.26
o221a | 1 | 11.3
nand2 | 1 | 3.75
a211oi | 1 | 7.51
dfxtp | 8 | 160
nor3 | 1 | 5.00
inv | 2 | 7.51
ha | 2 | 25.0
xor2 | 12 | 113
mux2 | 2 | 26.3
mux2i | 14 | 156
nor4b | 1 | 15.0
[critical path, cell delays in order]
cell and delay [ns]:
clkdlybuf4s50_1 0.52, buf_4 0.23, mux2i_4 0.27, xnor2_1 0.21
mux2_4 0.34, o22ai_2 0.16, xor2_1 0.32, ha_1 0.20
inv_1 0.03, mux2_1 0.27, mux2i_1 0.15, xnor2_1 0.13
nor2_1 0.06
[final cells by class]
cell class	count	area [sq um]	area share
well taps	70	87.6	0.0665
inverters	2	7.51	0.00570
flip-flops and latches	8	160	0.122
multi-input cells	90	746	0.566
repair buffers	28	275	0.209
clock buffers	3	41.3	0.0313
[how the worst max path moves through the flow]
stage | start | endpoint | cells after the start
CTS | btnC | led[5]$_SDFF_PN0_ | 13
global route | btnC | led[5]$_SDFF_PN0_ | 13
finish | btnC | led[5]$_SDFF_PN0_ | 13
[metrics by stage]
step	util	cell area, sq um
3_3_place_gp	0.251	1280
6_report	0.260	1320
3_5_place_dp	0.251	1280
5_1_grt	0.260	1320
4_1_cts	0.260	1320
2_1_floorplan	-	937
[cells by family after synthesis]
logic type,after synthesis
xor gates and xnor gates,34
and+or+nand+nor,23
muxes,16
AOI/OAI and AO/OA,15
DFF,8
buffers and inverters,6
adders and majority gates,2
[layer usage]
layer,vias to the layer above,part of all wire,track usage
met4,0,0.0077,0.00643
li1,408,-,-
met2,24,0.37,0.0694
met5,-,0,0
met1,322,0.52,0.0745
met3,2,0.10,0.0214
Power and IR drop assume default switching activity.
